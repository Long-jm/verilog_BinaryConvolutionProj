--- flow/run.sh ---
#!/bin/bash
# OpenROAD 26Q1-2900-gdf79404cd8, Yosys 0.63+post, stock flow scripts
make -C /OpenROAD-flow-scripts/flow DESIGN_CONFIG=/design/flow/config.mk WORK_HOME=/design/flow/orfs finish
--- flow/config.mk ---
export PLATFORM = sky130hd
export DESIGN_NAME = MyDesign
export DESIGN_NICKNAME = MyDesign
export VERILOG_FILES = /design/flow/design.v
export SDC_FILE = /design/flow/constraint.sdc
export NUM_CORES = 4
export LEC_CHECK = 1
export CORE_AREA = 10 10 106 106
export DIE_AREA = 0 0 116 116
--- flow/constraint.sdc ---
current_design MyDesign

set clk_period 5.1
set clk_io_pct 0.2

create_clock -name clk0 -period $clk_period [get_ports {clk}]

set non_clock_inputs [all_inputs -no_clocks]
set_input_delay [expr $clk_period * $clk_io_pct] -clock clk0 $non_clock_inputs
set_output_delay [expr $clk_period * $clk_io_pct] -clock clk0 [all_outputs]
--- flow/design.v ---
module Controller (
   input reset_b, clk, go,
   output busy, dut_sram_write_enable
   );
   reg busy_reg, sram_we_reg;
   assign busy = busy_reg;
   assign dut_sram_write_enable = sram_we_reg;
   always @(posedge clk) begin
      if (busy_reg || sram_we_reg || !reset_b) begin
         busy_reg = 1'b0;
         sram_we_reg = 1'b0; end
      else if (go) begin
         busy_reg = 1'b1;
         sram_we_reg = 1'b1;
      end
   end
endmodule
module Datapath (
   input clk, reset_b,
   input [15:0] sram_dut_read_data, wmem_dut_read_data,
   output [11:0] dut_sram_read_address, dut_sram_write_address, dut_wmem_read_address,
   output [15:0] dut_sram_write_data
   );
   reg [11:0] sram_read_address, sram_write_address, wmem_read_address;
   reg [15:0] sram_write_data;
   wire [3:0] outputMatrix;
   wire [8:0] xnorOut0, xnorOut1, xnorOut2, xnorOut3;
   wire [4:0] onesCount0, onesCount1, onesCount2, onesCount3;
   assign dut_sram_read_address = sram_read_address;
   assign dut_sram_write_address = sram_write_address;
   assign dut_wmem_read_address = wmem_read_address;
   assign dut_sram_write_data = sram_write_data;
   assign xnorOut0 = ~( wmem_dut_read_data[8:0] ^ { sram_dut_read_data[10:8], sram_dut_read_data[6:4], sram_dut_read_data[2:0] } );    
   assign xnorOut1 = ~( wmem_dut_read_data[8:0] ^ { sram_dut_read_data[11:9], sram_dut_read_data[7:5], sram_dut_read_data[3:1] } );    
   assign xnorOut2 = ~( wmem_dut_read_data[8:0] ^ { sram_dut_read_data[14:12], sram_dut_read_data[10:8], sram_dut_read_data[6:4] } );  
   assign xnorOut3 = ~( wmem_dut_read_data[8:0] ^ { sram_dut_read_data[15:13], sram_dut_read_data[11:9], sram_dut_read_data[7:5] } );  
   assign onesCount0 = ( xnorOut0[0] + xnorOut0[1] + xnorOut0[2] + xnorOut0[3] + xnorOut0[4] + xnorOut0[5] + xnorOut0[6] + xnorOut0[7] + xnorOut0[8] );
   assign onesCount1 = ( xnorOut1[0] + xnorOut1[1] + xnorOut1[2] + xnorOut1[3] + xnorOut1[4] + xnorOut1[5] + xnorOut1[6] + xnorOut1[7] + xnorOut1[8] );
   assign onesCount2 = ( xnorOut2[0] + xnorOut2[1] + xnorOut2[2] + xnorOut2[3] + xnorOut2[4] + xnorOut2[5] + xnorOut2[6] + xnorOut2[7] + xnorOut2[8] );
   assign onesCount3 = ( xnorOut3[0] + xnorOut3[1] + xnorOut3[2] + xnorOut3[3] + xnorOut3[4] + xnorOut3[5] + xnorOut3[6] + xnorOut3[7] + xnorOut3[8] );
   assign outputMatrix[0] = ( (onesCount0 == 5) || (onesCount0 == 6) || (onesCount0 == 7) || (onesCount0 == 8) || (onesCount0 == 9) );
   assign outputMatrix[1] = ( (onesCount1 == 5) || (onesCount1 == 6) || (onesCount1 == 7) || (onesCount1 == 8) || (onesCount1 == 9) );
   assign outputMatrix[2] = ( (onesCount2 == 5) || (onesCount2 == 6) || (onesCount2 == 7) || (onesCount2 == 8) || (onesCount2 == 9) );
   assign outputMatrix[3] = ( (onesCount3 == 5) || (onesCount3 == 6) || (onesCount3 == 7) || (onesCount3 == 8) || (onesCount3 == 9) );
   always @(posedge clk) begin
      if (!reset_b) begin
         sram_read_address <= 0;
         sram_write_address <= 0;
         wmem_read_address <= 0; 
         sram_write_data <= 0; end
      else begin
         sram_read_address <= sram_read_address;
         sram_write_address <= sram_write_address;
         wmem_read_address <= wmem_read_address;
         sram_write_data <= outputMatrix;
      end
   end
endmodule
module MyDesign (
   input reset_b, clk, dut_run,
   input [15:0] sram_dut_read_data, wmem_dut_read_data,
   output dut_busy, dut_sram_write_enable,
   output [11:0] dut_sram_read_address, dut_sram_write_address, dut_wmem_read_address,
   output [15:0] dut_sram_write_data
   );
   Controller control_inst (
      .reset_b(reset_b),
      .clk(clk),
      .go(dut_run),
      .busy(dut_busy),
      .dut_sram_write_enable(dut_sram_write_enable)
   );
   Datapath data_inst (
      .clk(clk),
      .reset_b(reset_b),
      .dut_sram_read_address(dut_sram_read_address),
      .dut_sram_write_address(dut_sram_write_address),
      .dut_wmem_read_address(dut_wmem_read_address),
      .sram_dut_read_data(sram_dut_read_data),
      .wmem_dut_read_data(wmem_dut_read_data),
      .dut_sram_write_data(dut_sram_write_data)
   );
endmodule
==> Slide: Implementation Results <==
Run Summary

Floorplan
  • Die x size: 116 um
  • Row count: 34
  • Die Span Y: 116 um
  • Io pins: 89
  • Die ar.: 0.0135 mm^2
  • Core area: 0.00885 mm^2
  • Fp_density: 20.0%

Drt
  • Vias: 1095
  • WL final: 3780 um
  • Drt first-iter violations: 25
  • Iteration tally of the first detailed-router pass: 4
  • Avg WL per Cell: 11.7 um
  • DR vias/cell: 3.39
  • Detail Route Antenna Nets: 0
  • DRC violation count after routing: 0

Global route
  • Vias in the first global route: 1229
  • Initial antenna violation count: 1
  • First-pass GRT wire length: 5980 um
  • Total track usage: 5.60%
  • GRT overflow: 0
  • Largest net degree at the start of global routing: 10

Flow run
  • Tool warnings: 40
  • Max-Cap Viols: 0

Logic synthesis
  • #FFs+latches synth: 5
  • Async S/R FF share, synth: 0%
  • Number of distinct library cells after synthesis: 18
  • Avg Cell Area, Syn: 9.58 um^2
  • Synth area leaders: fa_1 (23%), buf_4 (21%), ha_1 (17%), xnor2_1 (16%), dfxtp_1 (5.6%)
  • Cell type with the largest total area: fa_1
  • Yosys Instances: 185
  • Yosys stat chip area: 0.00177 mm^2
  • Area leader share: 22.6%
  • Synth Instances: 185
  • EDFF count, synth: 0
  • Synth Flop Type: dfxtp_1
  • Synth warnings: 2
  • Area of the mapped netlist: 0.00177 mm^2
  • Post-synthesis sequential area ratio: 5.65%

Worst setup path
  • Crit. path cell count: 13
  • Crit path DAT: 4.95 ns
  • Worst Setup Start Kind: input port
  • Most common cell on crit path: fa_1
  • Reg2reg setup slack: 4.60 ns
  • RR Startpoint: control_inst.busy_reg
  • CP bufs+invs: 3
  • Critical path peak fanout: 4
  • Biggest cell delay along the critical path: 0.58 ns
  • Worst Setup EP: data_inst.sram_write_data[1]
  • Start point of the critical path: wmem_dut_read_data[0]
  • CP delay by family, top: adder cells
  • Critical path type: in -> reg
  • Crit path required time: 5.25 ns
  • Slowest-stage cell, CP: clkdlybuf4s50_1
  • R2R depth: 1
  • FF-to-FF End: control_inst.busy_reg
  • Crit end category: register
  • Cell-by-cell trace of the critical path: clkdlybuf4s50_1, xnor2_1, ha_1, inv_1, fa_1, inv_1, fa_1, fa_1, ha_1, fa_1, o21ai_0, a2111oi_1, o21bai_1

Cells and area
  • Core Util, Final: 23.5%
  • Fraction of layout cells with a size suffix above 1: 2.34%
  • Fin cells: 323
  • Max reg flops: 4
  • Commonest non-fill, non-tap cells in the layout: conb_1 (48), xnor2_1 (32), clkdlybuf4s50_1 (32)
  • Area Overhead vs Synth: 17.5%
  • Final instance area: 0.00208 mm^2
  • Top cell excl fill/tap: conb_1

Timing
  • Final Critical Period: 4.79 ns
  • Final hold viol count: 0
  • Slew Viols, Final: 0
  • Total Neg Setup Slack: 0 ns
  • Worst clock skew: 0 ns
  • # setup viols final: 0
  • RSZ-0062 raised after global routing: no
  • Highest Clock Rate: 0.209 GHz
  • Fin crit share: 94.0%

Pwr
  • Flop pwr share: 8.3%
  • Sw Ratio: 41.8%
  • Clock power frac: 12.0%
  • Combinational Power Share: 79.7%
  • Leakage: 0.940 nW
  • Internal power: 0.000375 W
  • Maximum vdd drop: 0.0939 mV
  • Total power: 0.000645 W
  • Pwr/cell area: 310 mW/mm^2
  • NetSw: 0.000270 W

Placed design
  • Placed cell area: 0.00203 mm^2
  • I/O Buffers: 33
  • Post-placement cell count: 318
  • Final GP Congestion: 0.813
  • Hpwl dp: 3470 um

Clocking
  • CTS H-tree lvls: 1
  • Post-CTS setup buffers: 0
  • Root Buffer: clkbuf_8
  • CTS Hold Bufs: 0
  • Clock latency (worst-skew pair): 0.22 ns
  • CTS tree: done
  • Clock buffer count from CTS: 3
  • CTS sink cnt: 5
  • Clk pin slew, worst setup/hold paths: 0.04 ns
  • Worst-case clock buffer depth: 2

Hold path
  • Hold/Removal Path Class: reg -> reg

Status
  • Outcome: complete, no violations
[final cells by class]
type	count	area, um^2
inverters	12	45.0
multi-input cells	158	1410
well taps	108	135
repair buffers	35	348
flip-flops and latches	5	100
clock buffers	4	45.0
diodes	1	2.50
fillers	969	6770
[stage by stage]
stage | worst slack, ns | hold WS [ns]
after floorplan | 0.632 | 0.391
after global placement | 0.00559 | 0.420
after detailed placement | 0.0173 | 0.430
after CTS | 0.231 | 0.435
after global routing | 0.0232 | 0.458
final | 0.307 | 0.434
[routing by layer]
layer	vias up	GRT usage [%]	share of wire, %
met2	58	7.43	36
met5	-	0	0
met4	0	0.250	0.50
li1	549	-	-
met1	486	8.39	51
met3	2	2.72	12
[cell families after synthesis]
family                   count (synthesis)  share of synthesized area (%)
AND-OR/OR-AND                           20                           7.63
XOR/XNOR                                40                           19.8
adder cells (fa/ha/maj)                 44                           39.5
buffers and inverters                   69                           25.1
flip-flops                               5                           5.65
other                                    1                          0.212
AND/OR/NAND/NOR                          6                           2.12
[power by group through the flow]
stage / logic (W) / registers, W / clock network [W]
after CTS: 0.000519 / 0.0000537 / 0.0000816
after global routing: 0.000608 / 0.0000544 / 0.0000833
final: 0.000514 / 0.0000534 / 0.0000777
[cells in the mapped netlist (5+ instances only)]
library cell  instances
clkbuf_1              7
ha_1                 24
inv_1                12
dfxtp_1               5
xnor2_1              32
xor2_1                8
buf_4                49
fa_1                 20
[how the worst min path moves through the flow]
stage	startpoint	endpoint	slack (ns)	cells after the start
4_1_cts	control_inst.busy_reg	control_inst.busy_reg	0.43	1
5_1_grt	control_inst.busy_reg	control_inst.busy_reg	0.46	1
6_report	control_inst.busy_reg	control_inst.busy_reg	0.43	1
[timing repair]
action                                  in CTS  in global routing
hold endpoints to repair                     0                  0
resized                                      0                  3
endpoints found under the setup margin       0                  3
Power is estimated from default activity; no workload was simulated.
